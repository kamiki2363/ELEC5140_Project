`/design/flow/config.mk`:
```
export PLATFORM = sky130hd
export DESIGN_NAME = Data_Stall
export DESIGN_NICKNAME = Data_Stall
export VERILOG_FILES = /design/flow/design.v
export SDC_FILE = /design/flow/constraint.sdc
export NUM_CORES = 4
export LEC_CHECK = 1
export CORE_AREA = 10 10 70 70
export DIE_AREA = 0 0 80 80
```
`/design/flow/constraint.sdc`:
```
current_design Data_Stall

set clk_period 2.7
set clk_io_pct 0.2

create_clock -name clk0 -period $clk_period

set non_clock_inputs [all_inputs -no_clocks]
set_input_delay [expr $clk_period * $clk_io_pct] -clock clk0 $non_clock_inputs
set_output_delay [expr $clk_period * $clk_io_pct] -clock clk0 [all_outputs]
```
`/design/flow/design.v`:
```
`timescale 1ps / 1ps
module Data_Stall(
        input [4:0] IF_ID_written_reg,
        input [4:0] IF_ID_read_reg1,
        input [4:0] IF_ID_read_reg2,
        input [4:0] ID_EXE_written_reg,
        input [4:0] ID_EXE_read_reg1,
        input [4:0] ID_EXE_read_reg2,
        input [4:0] EXE_MEM_written_reg,
        input [4:0] EXE_MEM_read_reg1,
        input [4:0] EXE_MEM_read_reg2,
        output reg PC_dstall,
        output reg IF_ID_dstall,
        output reg ID_EXE_dstall       
    );
    always @ (*) begin
        PC_dstall = 0;
        IF_ID_dstall = 0;
        ID_EXE_dstall = 0;
        if (ID_EXE_written_reg != 0 && (ID_EXE_written_reg == IF_ID_read_reg1 || ID_EXE_written_reg == IF_ID_read_reg2)) begin
                PC_dstall = 1;
                IF_ID_dstall = 1;
                ID_EXE_dstall = 1;
        end
        else if (EXE_MEM_written_reg != 0 && (EXE_MEM_written_reg == IF_ID_read_reg1 || EXE_MEM_written_reg == IF_ID_read_reg2)) begin
                PC_dstall = 1;
                IF_ID_dstall = 1;
                ID_EXE_dstall = 1;
        end
    end
endmodule
```
`/design/flow/run.sh`:
```
#!/bin/bash
# OpenROAD 26Q1-2900-gdf79404cd8, Yosys 0.63+post, stock flow scripts
make -C /OpenROAD-flow-scripts/flow DESIGN_CONFIG=/design/flow/config.mk WORK_HOME=/design/flow/orfs finish
```
==> run_results.csv <==
group,metric,value,unit
synthesis,top_area_share,53.1,%
sta,fin_hold_ws,1.96,ns
synthesis,synth-adder-area-share,0,%
synthesis,topCombFamilyByArea,"XOR/XNOR gates",
place,placedInstanceArea,574,um2
sta,report.final.slew_viol_count,0,
hold_path,hold_depth,5,
finish,area.growth.synth_to_final,115,%
sta,report.final.hold_viol_count,0,
floorplanning,fp_util,7.73,%
synthesis,synthXorXnorAreaFrac,66.4,%
synthesis,synth_area_per_cell,7.54,um2
cts,post_cts_hold_buffer_count,0,
flow_run,warnings,57,
worst_setup_path,crit_path_start_kind,"input port",
drt,antenna_cells,0,
drt,wl_per_cell,9.79,um
hold_path,holdPathEnd,"IF_ID_dstall",
synthesis,largest_cells_by_area,"xor2_1, xnor2_1, nor3_1",
grt,grt_first_pass_wirelength,1600,um
cts,post-cts-setup-buffers,0,
synthesis,number_of_cells_in_yosys_stat,35,
drt,drtAntennaViolNets,0,
floorplanning,fp.dieH,80,um
worst_setup_path,worst-setup-path-type,"in -> out",
floorplanning,dieWidth,80,um
drt,final_routed_wirelength,1050,um
drt,via_count,338,
finish,number_of_sequential_storage_elements,0,
hold_path,worst_hold_path_type,"in -> out",
floorplanning,die_area,0.00640,mm2
place,place.port_buffers,23,
synthesis,synthesis.instances,35,
hold_path,hold_path.startpoint,"EXE_MEM_written_reg[1]",
pwr,pwr_density_cell,141,mW/mm2
sta,timing.final.crit_period,2.54,ns
synthesis,ys_area,264,um2
synthesis,ys.warnings.count,1,
grt,first_global_vias,352,
sta,fmax,393,MHz
grt,track_usage,2.98,%
worst_setup_path,critPathRequiredTime,2.16,ns
drt,vias_per_cell,3.16,
drt,detailedRoute.firstIterationViolations,11,
place,globalplace.congestion,0.821,
synthesis,mux_share,0,%
synthesis,synth.largest_area_cell,"xor2_1",
sta,setup_viol,0,
finish,drive_gt1_share,8.20,%
worst_setup_path,maximum_fanout_encountered_on_the_critical_timing_path,3,
flow_run,timing.max_cap.violations,0,
finish,sequential_cell_area,0,um2
synthesis,synth_simple_gate_area_share,19.0,%
drt,drc,0,
sta,worst_pin_slew,0.223,ns
synthesis,postSynthSeqShare,0,%
grt,globalRoute.totalOverflow,0,
worst_setup_path,cp.arrival,2.00,ns
finish,clockBufferCount,0,
cts,post_cts_resized,5,
floorplanning,core_area,0.00342,mm2
sta,maxSlewHeadroom,85.1,%
synthesis,synth.cellmix.compoundShare,9.00,%
grt,grt_antenna_before_repair,0,
run_status,outcome,"finished, final reports clean",
pwr,ir_worst_vdd,0.0148,mV
worst_setup_path,worstSetupEndpointType,"output port",
floorplanning,io_pins,48,
sta,min_period_over_period,94.2,%
floorplanning,rows,21,
synthesis,netlist_area_before_placement,264,um2
grt,grt_max_degree,4,
sta,grt_setup_unrepaired,"false",
finish,post_route_standard_cell_area_excluding_fillers,568,um2
drt,drtPass1Iterations,2,
finish,fillCellCount,384,
synthesis,synth.lib_cells_used.distinct,8,
pwr,leakage,0.221,nW
-- worst max-delay path: stages --
cell and delay (ns):
clkdlybuf4s50_1 0.44, buf_4 0.15, or4_1 0.40, nor2_1 0.10
o22ai_1 0.11, dlygate4sd2_1 0.26
-- per-stage QoR --
step,power [mW],setup WS (ns),utilization [%],TNS [ns],cells
6_report,0.0802,0.156,16.6,0,107
5_1_grt,0.0876,0.0705,16.6,0,107
4_1_cts,0.0812,0.150,16.6,0,107
3_5_place_dp,0.0850,-0.103,16.8,-0.299,107
3_3_place_gp,0.0845,-0.0891,16.8,-0.265,107
2_1_floorplan,0.0309,0.811,-,0,35
-- layout by cell type (no fill, tap or decap) --
master / count
clkdlybuf4s50_1: 18
xor2_1: 16
dlygate4sd2_1: 5
buf_4: 5
nor2_1: 4
nor3_1: 4
xnor2_1: 4
or4_1: 2
a32oi_1: 2
o22ai_1: 1
-- Yosys cell counts --
| library cell | number |
|---|---|
| a32oi_1 | 2 |
| o22ai_1 | 1 |
| buf_4 | 2 |
| nor3_1 | 4 |
| xor2_1 | 16 |
| nor2_1 | 4 |
| or4_1 | 2 |
| xnor2_1 | 4 |
-- report_power, final --
part | total (mW) | internal [mW] | switching, mW
combinational | 0.0802 | 0.0510 | 0.0293
clock | 0 | 0 | 0
sequential | 0 | 0 | 0
-- per-layer routing --
layer	GRT usage (%)	routed length, um	vias up
li1	-	-	173
met1	4.22	492	149
met2	4.82	460	16
met3	0.568	94	0
met4	0	0	0
met5	0	0	-
-- how the worst max path moves through the flow --
stage,from,end,slack (ns),cells after the start
after global routing,ID_EXE_written_reg[1],IF_ID_dstall,0.07,5
final,EXE_MEM_written_reg[3],PC_dstall,0.16,6
after CTS,ID_EXE_written_reg[1],PC_dstall,0.15,5
-- cells by family (layout without fill, tap and decap cells) --
family                    Yosys count  count (layout)
AOI/OAI and AO/OA                   3               3
and+or+nand+nor                    10              10
xor gates and xnor gates           20              20
buffers and inverters               2              28
-- layout make-up --
| type | instances | area, um2 | area share [%] |
|---|---|---|---|
| well taps | 46 | 57.6 | 10.1 |
| multi-input cells | 33 | 249 | 43.8 |
| repair buffers | 28 | 262 | 46.0 |
Power is estimated from default activity; no workload was simulated.
